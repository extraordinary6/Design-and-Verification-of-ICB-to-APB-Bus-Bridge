<file path="flow/design.v">
`timescale 1ns/1ps
module fifo#(
    parameter BUF_SIZE = 16,
    parameter ADDR_SIZE = 4,     
    parameter DATA_WIDTH = 64
)
(
    input logic                  wclk,
    input logic                  wrst_n,
    input logic                  wen,
    input logic [DATA_WIDTH-1:0] data_w,
    output logic                 full,
    output logic [ADDR_SIZE:0]   wr_ptr,       
    output logic [ADDR_SIZE:0]   wr_ptr_g,     
    output logic [ADDR_SIZE:0]   wr_ptr_gd2,   
    input logic                  rclk,
    input logic                  rrst_n,
    input logic                  ren,
    output logic[DATA_WIDTH-1:0] data_r,
    output logic                 empty,
    output logic [ADDR_SIZE:0]   rd_ptr,      
    output logic [ADDR_SIZE:0]   rd_ptr_g,    
    output logic [ADDR_SIZE:0]   rd_ptr_gd2   
);
logic [DATA_WIDTH-1:0] buffer [BUF_SIZE-1:0];
logic [ADDR_SIZE:0] wr_ptr_gd1;
logic [ADDR_SIZE:0] rd_ptr_gd1;
always_ff@(posedge wclk or negedge wrst_n)
begin
    if(!wrst_n)
        wr_ptr <= 0;
    else if(wen && !full)
        wr_ptr <= wr_ptr + 1;   
end
assign wr_ptr_g = wr_ptr ^ (wr_ptr >> 1'b1);
always_ff@(posedge rclk or negedge rrst_n)
begin
    if(!rrst_n)
        wr_ptr_gd1 <= 0;
    else
        wr_ptr_gd1 <= wr_ptr_g;   
end
always_ff@(posedge rclk or negedge rrst_n)
begin
    if(!rrst_n)
        wr_ptr_gd2 <= 0;
    else
        wr_ptr_gd2 <= wr_ptr_gd1;   
end
always_ff@(posedge rclk or negedge rrst_n)
begin
    if(!rrst_n)
        rd_ptr <= 0;
    else if(ren && !empty)
        rd_ptr <= rd_ptr + 1;   
end
assign rd_ptr_g = rd_ptr ^ (rd_ptr >> 1'b1);
always_ff@(posedge wclk or negedge wrst_n)
begin
    if(!wrst_n)
        rd_ptr_gd1 <= 0;
    else
        rd_ptr_gd1 <= rd_ptr_g;   
end
always_ff@(posedge wclk or negedge wrst_n)
begin
    if(!wrst_n)
        rd_ptr_gd2 <= 0;
    else
        rd_ptr_gd2 <= rd_ptr_gd1;   
end
assign full = (wr_ptr_g == {~rd_ptr_gd2[ADDR_SIZE:ADDR_SIZE-1], rd_ptr_gd2[ADDR_SIZE-2:0]}) ? 1 : 0;
assign empty = (rd_ptr_g == wr_ptr_gd2) ? 1 : 0;
int i;  
always_ff@(posedge wclk or negedge wrst_n)
begin
    if(!wrst_n)
    begin
        for(i = 0; i < BUF_SIZE; i = i + 1)
        begin
            buffer[i] <= 0;
        end
    end
    else if(wen && !full)
        buffer[wr_ptr[ADDR_SIZE-1:0]] <= data_w;
end
always_ff@(posedge rclk or negedge rrst_n) 
begin
    if(!rrst_n)
        data_r <= 0;
    else if(ren && !empty)
        data_r <= buffer[rd_ptr[ADDR_SIZE-1:0]];
end
endmodule
</file>
<file path="flow/run.sh">
#!/bin/bash
# OpenROAD 26Q1-2900-gdf79404cd8, Yosys 0.63+post, stock flow scripts
make -C /OpenROAD-flow-scripts/flow DESIGN_CONFIG=/design/flow/config.mk WORK_HOME=/design/flow/orfs finish
</file>
<file path="flow/config.mk">
export PLATFORM = sky130hd
export DESIGN_NAME = fifo
export DESIGN_NICKNAME = fifo
export VERILOG_FILES = /design/flow/design.v
export SDC_FILE = /design/flow/constraint.sdc
export NUM_CORES = 4
export LEC_CHECK = 1
export CORE_UTILIZATION = 30
</file>
<file path="flow/constraint.sdc">
current_design fifo

set clk_period 8.2
set clk_io_pct 0.2

create_clock -name clk0 -period $clk_period [get_ports {rclk}]
create_clock -name clk1 -period $clk_period [get_ports {wclk}]

set non_clock_inputs [all_inputs -no_clocks]
set_input_delay [expr $clk_period * $clk_io_pct] -clock clk0 $non_clock_inputs
set_output_delay [expr $clk_period * $clk_io_pct] -clock clk0 [all_outputs]
</file>
==> notes.md <==
Implementation progress

The flow ran to the end, and the final reports show no timing, DRC or antenna violations. The number of cell instances after yosys synthesis stands at 3514. The horizontal die dimension stands at between 400 and 500 um. For the worst reg-to-reg path, the startpoint reported by OpenROAD is rd_ptr[0]$_DFFE_PN0P_.

The via total after detailed routing stands at 31400. The worst setup path is captured at a primary output. The iteration count recorded for the first detailed-route pass is 6. The fill cell instance count of the final layout stands at around 15000. The overall die height stands at 405 um.

The critical path data required time stands at around 6.6 ns. For this run, the total global-route usage over all layers was measured as 18.7%. The yosys synthesis chip area stands at 48800 um^2. The count of port buffers added during placement stands at roughly 160. Among all stages on the critical path, the maximum delay recorded is 0.51 ns. The number of distinct library cells after synthesis stands at a little under 50.

The area growth from synthesis to layout stands at 14.8%. Once detail routing completed, the nets flagged for antenna violations numbered 0. For this design the static power due to leakage is 23.9 nW. The synthesized design contains 0 enable-type register cells.

At the end of the flow the core is filled with cells to 34.8%. The clock network is responsible for 23.3% of the overall power. Entering global routing, the biggest net connects 128 pins. Looking at the VDD voltage map, the peak drop is ~0.0003 V.

Note that the worst hold path type here is reg2reg. The worst setup margin stands at approximately 3.5 ns. The sum of met3 wire segment lengths after detailed routing stands at around 13000 um. The report puts the hold buffer count at CTS at 0. After synthesis, the mean cell area works out to 13.9 um^2.

The worst setup path is launched from a flop. After the first detailed-routing iteration, the DRC count stood at approximately 2500. For reference, the clock transition at the flip-flops on the worst setup and hold paths is 0.08 ns.

Sorting the Yosys area breakdown by cell type puts at the top sky130_fd_sc_hd__dfrtp_1. Dividing total power by cell area gives a power density of ~430 nW/um^2. Yosys attributes the largest share of cell area to sky130_fd_sc_hd__dfrtp_1 (57%), sky130_fd_sc_hd__mux2_2 (22%), sky130_fd_sc_hd__a22oi_1 (4.4%). The switching power summed over all nets stands at between 8 and 9 mW.

Per STA, the startpoint of the critical path is wr_ptr[3]$_DFFE_PN0P_. Yosys printed 2 warnings. The timing report notes that buffer and inverter cells on the critical path total 2. The mapped netlist covers about 49000 um^2. In the placement report, post-DP HPWL is listed as about 81000 um. Among all flip-flop cells after synthesis, the most frequent one is sky130_fd_sc_hd__dfrtp_1.

The number of remaining DRC errors stands at 0. In this run the biggest area consumer among cell types represents between 50% and 60% of the synthesized area. The detailed router reported a total wirelength of about 150000 um.

The worst setup path is of the reg2out kind. Looking at the power breakdown, sequential logic takes approximately two fifths of the total. In this run the critical path is formed by inv_1, ha_1, xor2_1, nor4_1, and2_1, clkdlybuf4s50_1. After floorplanning, the core was sized to cover 161000 um^2.

The global-route wire length before repair stands at 220000 um. Setup repair after global routing left no endpoint under its margin. The number of buffers added for setup after CTS stands at 0. Endpoints failing hold in the final report were tallied at 0.

The max-cap violation count stands at 0. The number of synthesized register bits stands at 1118. Following the worst setup path forward leads to its endpoint at full. The signal arrival time at the worst endpoint stands at just over 3 ns. After floorplanning, the die was sized to cover approximately 160000 um^2. The headroom to the max-slew limit stands at 37.1%.

The slack of the worst reg-to-reg path stands at a little under 4 ns. The area taken by flip-flops and latches stands at 28000 um^2. After layout, the setup clock skew is reported as ~0.042 ns. The I/O pin count stands at about 170.

The initial utilization of the core area, before any placement, comes to a little over 30%. The final count of negative-setup-slack endpoints stands at 0. For this design, the sink count on the clock tree is about 1100.

The wire length per cell stands at about 25 um. The number of antenna violations at the first check in global routing was 13. After detailed routing, the number of vias per cell comes to between 5 and 6. The number of cells on the worst reg-to-reg path is 9. The highest metal layer carrying signal wires in the routed design is met5. The endpoint identified for the worst register-to-register timing path is data_r[63]$_DFFE_PN0P_.

The floorplan has between 100 and 150 rows. The routed length on met2 stands at 68800 um. The number of max-slew violations in the final report stands at 0. The total overflow reported by the global router stands at 0. The finished cells cover 56100 um^2. In this design, the largest share of critical-path delay is due to simple AND/OR/NAND/NOR gates. Per the hold report, the tightest min-delay path originates at rd_ptr[4]$_DFFE_PN0P_. Sequential elements use between 50% and 60% of the synthesized area.

Cell internal power was estimated by the tool at around 15 mW. The aggregate negative setup slack stands at 0 ns. The area taken by multi-input combinational cells is reported as approximately 19000 um^2. The number of instances in the synthesized netlist stands at ~3500. The OpenROAD warning count stands at 56. The switching part of the total power stands at around 36%.

The cell area after placement stands at around 52000 um^2. The number of resized instances in the post-cts repair step stands at 0. The via count of the first global-routing pass stands at approximately 33000.

Looking at the critical path, the highest net fanout was 6. The placer's final routability congestion estimate stands at 0.785. TritonCTS built the clock tree.

The setup slack at placement stands at ~3.6 ns. All stages included, the depth of the critical timing path comes to 6. The combinational group share of total power stands at 37.2%. The synthesis report gives the async set-or-reset register share as roughly 100%. In the final routing, the length of wire on met1 measures 61100 um.

The slew at the pin closest to its max-slew limit stands at 0.941 ns. Among all stages on the critical path, the largest delay is contributed by sky130_fd_sc_hd__dfrtp_1. The share of layout cells above drive strength 1 stands at ~35%.
==> synthesized netlist by cell type, types with 14 or more instances <==
| cell | n |
|---|---|
| sky130_fd_sc_hd__a211oi_1 | 26 |
| sky130_fd_sc_hd__a21o_1 | 32 |
| sky130_fd_sc_hd__a21oi_1 | 71 |
| sky130_fd_sc_hd__a221oi_1 | 15 |
| sky130_fd_sc_hd__a222oi_1 | 93 |
| sky130_fd_sc_hd__a22o_1 | 34 |
| sky130_fd_sc_hd__a22oi_1 | 284 |
| sky130_fd_sc_hd__buf_1 | 29 |
| sky130_fd_sc_hd__buf_2 | 17 |
| sky130_fd_sc_hd__buf_4 | 14 |
| sky130_fd_sc_hd__buf_6 | 85 |
| sky130_fd_sc_hd__clkbuf_1 | 190 |
| sky130_fd_sc_hd__dfrtp_1 | 1118 |
| sky130_fd_sc_hd__ha_1 | 20 |
| sky130_fd_sc_hd__mux2_1 | 75 |
| sky130_fd_sc_hd__mux2_2 | 940 |
| sky130_fd_sc_hd__nand2_1 | 39 |
| sky130_fd_sc_hd__nand3_1 | 17 |
| sky130_fd_sc_hd__nand3_4 | 15 |
| sky130_fd_sc_hd__nor2_1 | 115 |
| sky130_fd_sc_hd__nor3_1 | 18 |
| sky130_fd_sc_hd__nor4_1 | 26 |
| sky130_fd_sc_hd__o21ai_0 | 24 |
| sky130_fd_sc_hd__o22ai_1 | 88 |
| sky130_fd_sc_hd__o31ai_1 | 24 |
==> layer usage <==
layer / track usage (%) / up-vias
met1: 25.9 / 16600
li1: - / 13400
met5: 0.149 / -
met4: 4.40 / 10
met2: 28.8 / 1185
met3: 6.46 / 219
==> power groups by stage <==
stage     clock, mW  sequential, mW  combinational [mW]
5_1_grt        5.91            9.83                9.60
6_report       5.59            9.50                8.92
4_1_cts        5.71            9.49                8.96
==> layout by cell type, fill, tap and decap left out, types with 10 or more instances in the layout <==
cell,instances
sky130_fd_sc_hd__a211oi_1,26
sky130_fd_sc_hd__a21o_1,32
sky130_fd_sc_hd__a21oi_1,71
sky130_fd_sc_hd__a221oi_1,15
sky130_fd_sc_hd__a222oi_1,93
sky130_fd_sc_hd__a22o_1,34
sky130_fd_sc_hd__a22oi_1,284
sky130_fd_sc_hd__buf_4,77
sky130_fd_sc_hd__bufinv_16,10
sky130_fd_sc_hd__clkbuf_1,28
sky130_fd_sc_hd__clkbuf_16,119
sky130_fd_sc_hd__clkbuf_8,24
sky130_fd_sc_hd__clkdlybuf4s50_1,162
sky130_fd_sc_hd__clkinv_2,23
sky130_fd_sc_hd__dfrtp_1,1118
sky130_fd_sc_hd__ha_1,12
sky130_fd_sc_hd__mux2_1,75
sky130_fd_sc_hd__mux2_2,940
sky130_fd_sc_hd__mux2_4,10
sky130_fd_sc_hd__nand2_1,38
sky130_fd_sc_hd__nand3_1,16
sky130_fd_sc_hd__nand3_4,16
sky130_fd_sc_hd__nor2_1,115
sky130_fd_sc_hd__nor3_1,18
sky130_fd_sc_hd__nor4_1,26
sky130_fd_sc_hd__o21ai_0,24
sky130_fd_sc_hd__o22ai_1,88
sky130_fd_sc_hd__o31ai_1,24
sky130_fd_sc_hd__xnor2_1,12
==> cell families (layout without fill, tap and decap cells) <==
group | count (synthesis) | after routing | share of synthesized area (%)
simple gates | 246 | 246 | 2.64
xor+xnor | 20 | 20 | 0.359
buf+inv | 351 | 483 | 4.16
fa+ha+maj | 20 | 20 | 0.513
mux | 1025 | 1025 | 23.7
flops | 1118 | 1118 | 57.3
other cells | 0 | 4 | 0
compound gates | 734 | 734 | 11.3
==> final cells by class <==
class / count / area share, %
repair buffers: 249 / 4.27
multi-input cells: 2045 / 33.8
inverters: 16 / 0.109
flip-flops and latches: 1118 / 49.9
clock buffers: 171 / 6.09
well taps: 2160 / 4.82
diodes: 4 / 0.0179
clock inverters: 47 / 0.991
==> sequential cells by signal, indices dropped and copies added (netlist names) <==
| register | count |
|---|---|
| wr_ptr_gd1 | 5 |
| rd_ptr | 5 |
| wr_ptr | 5 |
| wr_ptr_gd2 | 5 |
| rd_ptr_gd1 | 5 |
| data_r | 64 |
| buffer | 1024 |
| rd_ptr_gd2 | 5 |
==> worst min-delay path by stage <==
| stage | to | slack [ns] | cells after the start |
|---|---|---|---|
| after CTS | rd_ptr_gd1[4]$_DFF_PN0_ | 0.34 | 0 |
| after global routing | wr_ptr_gd2[2]$_DFF_PN0_ | 0.35 | 0 |
| final | rd_ptr_gd1[4]$_DFF_PN0_ | 0.33 | 0 |
==> metrics by stage <==
step / hold slack, ns / cells / total power [mW]
2_1_floorplan: 0.331 / 3514 / 15.0
5_1_grt: 0.354 / 5807 / 25.3
3_3_place_gp: 0.333 / 5588 / 18.3
3_5_place_dp: 0.335 / 5588 / 18.5
4_1_cts: 0.338 / 5806 / 24.2
6_report: 0.329 / 5810 / 24.0
Power figures rest on the tool's default switching activity, not on a simulated workload.
