==> /design/flow/run.sh <==
#!/bin/bash
# OpenROAD 26Q1-2900-gdf79404cd8, Yosys 0.63+post, stock flow scripts
make -C /OpenROAD-flow-scripts/flow DESIGN_CONFIG=/design/flow/config.mk WORK_HOME=/design/flow/orfs finish
==> /design/flow/config.mk <==
export PLATFORM = sky130hd
export DESIGN_NAME = codec
export DESIGN_NICKNAME = codec
export VERILOG_FILES = /design/flow/design.v
export SDC_FILE = /design/flow/constraint.sdc
export NUM_CORES = 4
export LEC_CHECK = 1
export CORE_AREA = 10 10 85 85
export DIE_AREA = 0 0 95 95
==> /design/flow/design.v <==
`timescale 1ns/1ps
module codec(
    input        clk,
    input        rst_n,
    input [63:0] data_i,
    input [63:0] key,
    output[63:0] data_o
);
assign data_o = data_i ^ key;
endmodule
==> /design/flow/constraint.sdc <==
current_design codec

set clk_period 1.0
set clk_io_pct 0.2

create_clock -name clk0 -period $clk_period

set non_clock_inputs [all_inputs -no_clocks]
set_input_delay [expr $clk_period * $clk_io_pct] -clock clk0 $non_clock_inputs
set_output_delay [expr $clk_period * $clk_io_pct] -clock clk0 [all_outputs]
==> results.cfg <==
; generated from flow reports
[die]
fp-utilization_pct = 10.2
die_w_um = 95
ios = 194
core-area_mm2 = 0.00547
die_h_um = 95
chipArea_mm2 = 0.00903
placementRows = 27

[final_layout]
design_area_mm2 = 0.00210
seq_cells = 0
nClkBuffers = 0
drive_above_1_share_pct = 25.4
layout.cells.non_filler = 328
lay_top_cells = 127 x dlygate4sd2_1, 64 x buf_2, 63 x xor2_1, 1 x xor2_2, 1 x clkdlybuf4s15_1
lay_top_count = dlygate4sd2_1
area_growth_pct = 275
flop_area_um2 = 0

[place]
placed_cells = 328
dpl_cell_area_mm2 = 0.00257
gp_congestion = 0.802
dp_hpwl_mm = 4.96
portBuffers = 192
pre_cts_ws_ps = -601

[synthesis]
synth.distinct_cells = 1
syn_avg_cell_area_um2 = 8.76
yosysCellCount = 64
synth_area_um2 = 561
yosys_warnings = 0
yosys.stat.seqShare_pct = 0
synthCells = 64
yosys_area_um2 = 561

[grt]
overflow = 0
grt_busiest_layer = met2
first_global_vias = 1239
gr-usage-met1_pct = 9.19
track_usage_pct = 9.80
antenna_found_initial = 0
grt_use_met2_pct = 19.1
grt_first_pass_wirelength_mm = 6.88
grt_max_degree = 2
use_met3_pct = 5.53

[detailed_routing]
drtAntennaViolNets = 0
insertedDiodeCount = 0
wl_mm = 5.15
dr.pass1.iters = 2
wl_per_cell_um = 15.7
drt_iter0_markers = 3
route.vias.total = 1133
drc = 0
via_per_inst = 3.45

[worst_hold_path]
hold_path_class = in -> out

[run_status]
run_status = finished clean

[setup_path]
required_ps = 800
crit_fanout = 1
path_class = in -> out
end_kind = output pin
cp-start-kind = input pin
critical_path_arrival_ps = 750

[timing]
final.setup.tns_ps = 0
tightestPinTransition_ps = 155
finalSetupViolCount = 0
fmax_ghz = 1.05
slew_headroom_pct = 89.6
period_minus_slack_ps = 953
maxSlewViolCount = 0
rsz0062_at_grt = no
finalHoldViolations = 0
period_used_pct = 95.3
worst_slack_ps = 46.9

[power]
cellPowerDensity_mw_per_mm2 = 353
peakVddDrop_mv = 0.114
p_total_w = 0.000741
p_leak_nw = 1.20

[job]
max-cap-violations = 0
warnings = 34

[cts]
cts_hold_buf = 0
logic make-up after synthesis:
kind of cell  Yosys count  share of synthesized area [%]
xor+xnor               64                            100
final cells by class:
class                           count  area (um2)
Fill cell                         673        3370
Timing Repair Buffer              192        1440
Tap cell                           72        90.1
Multi-Input combinational cell     64         568
synthesized netlist by cell type (all sizes together):
cell type  number  area, um2
xor2           64        561
what timing repair did:
item,CTS,global route
setup endpoints to repair,64,1
pin swaps,64,1
buffers inserted,0,0
resized,325,2
stage by stage:
step	utilization (%)	hold slack [ps]
global placement	47.0	1330
detailed placement	47.0	1330
finish	38.4	762
floorplan	-	425
CTS	38.2	767
global route	38.4	776
where the power goes:
| group | total, W | switching (W) | internal [W] |
|---|---|---|---|
| sequential | 0 | 0 | 0 |
| combinational | 0.000741 | 0.000222 | 0.000520 |
| clock | 0 | 0 | 0 |
| total | 0.000741 | 0.000222 | 0.000520 |
worst max-delay path, stage by stage:
cell	delay [ps]
dlygate4sd2_1	250
xor2_1	180
buf_2	130
worst paths after layout:
check,from,to,slack (ps),depth (start not counted)
min,key[7],data_o[7],760,3
max,data_i[42],data_o[42],50,3
per-layer routing:
metal,up-vias,part of all wire [%]
li1,575,-
met1,468,31
met2,90,54
met3,0,15
met4,0,0
met5,-,0
Power figures rest on the tool's default switching activity, not on a simulated workload.
